==> flow/design.v <==
module i2c_master #(
 parameter [15:0]  p_DIV = 16'd500
) (
 input                           i_rst_n
,input                           i_local_clk
,input                           i_start
,input         [8:0]             i_req_num
,input         [7:0]             i_device_addr
,input         [7:0]             i_reg_addr
,input         [7:0]             i_wr_data
,output reg                      o_wr_done
,output reg    [7:0]             o_rd_data
,output                          o_rd_valid
,output                          o_busy
,output        [7:0]             o_reg_addr
,output reg    [7:0]             o_ack_erro
,output reg                      o_erro_valid
,output                          o_scl
,input                           i_sda
,output                          o_sda
);
parameter        S_IDLE        = 4'h0     ;
parameter        S_START       = 4'h1     ;
parameter        S_DEV_ADDR    = 4'h2     ;
parameter        S_DEV_ACK     = 4'h3     ;
parameter        S_REG_ADDR    = 4'h4     ;
parameter        S_REG_ACK     = 4'h5     ;
parameter        S_WR_DATA     = 4'h6     ;
parameter        S_WR_DATA_ACK = 4'h7     ;
parameter        S_START2      = 4'h8     ;
parameter        S_DEV_ADDR_RD = 4'h9     ;
parameter        S_DEV_ACK_RD  = 4'ha     ;
parameter        S_RD_DATA     = 4'hb     ;
parameter        S_RD_DATA_ACK = 4'hc     ;
parameter        S_STOP        = 4'hd     ;
reg    [3:0]     r_cs                     ;
reg    [3:0]     r_ns                     ;
reg    [15:0]    r_div_cnt                ;
reg    [2:0]     r_bit_cnt                ;
reg    [8:0]     r_req_cnt                ;
reg    [7:0]     r_device_addr_temp       ;
reg    [7:0]     r_reg_addr_temp          ;
reg    [7:0]     r_device_addr            ;
reg    [7:0]     r_reg_addr_shift         ;
reg              r_scl                    ;
reg              r_sda                    ;
reg              r_scl_dly                ;
wire             w_scl_pos                ;
reg              r_scl_pos_dly            ;
reg    [3:0]     ri_sda                   ;
reg              r_sda_ack                ;
reg    [7:0]     r_rd_data                ;
reg              r_rd_valid               ;
reg    [7:0]     r_wr_data                ;
reg              r_wr_done                ;
wire             w_wr_rd                  ;
assign o_rd_valid  = r_rd_valid           ;
assign w_wr_rd     = r_device_addr_temp[0];
assign o_busy      = (r_cs != S_IDLE)     ;
assign o_reg_addr  = r_reg_addr_temp      ;
assign o_scl       = r_scl                ;
assign o_sda       = r_sda                ;
assign w_scl_pos   = ~r_scl_dly & r_scl   ;
always @(posedge i_local_clk or negedge i_rst_n) begin
	if(~i_rst_n)
		ri_sda <= 'd0;
	else
		ri_sda <= {ri_sda[2:0],i_sda};
end
always @(posedge i_local_clk or negedge i_rst_n) begin
	if(~i_rst_n)
		r_div_cnt <= 'd0;
	else if(r_ns == S_IDLE)
		r_div_cnt <= 'd0;
	else if(r_div_cnt == p_DIV-1)
		r_div_cnt <= 'd0;
	else
		r_div_cnt <= r_div_cnt+1;
end
always @(posedge i_local_clk or negedge i_rst_n) begin
	if(~i_rst_n)
		r_bit_cnt <= 'd0;
	else case(r_cs)
		S_DEV_ADDR,S_REG_ADDR,S_WR_DATA,S_DEV_ADDR_RD,S_RD_DATA:
			if(r_div_cnt == p_DIV-1)
				r_bit_cnt <= r_bit_cnt+1;
			else;
		default:r_bit_cnt <= 'd0;
	endcase
end
always @(posedge i_local_clk or negedge i_rst_n) begin
	if(~i_rst_n)
		r_req_cnt <= 'd0;
	else case(r_cs)
		S_IDLE:
			if(i_start)
				r_req_cnt <= 'd0;
		S_RD_DATA,S_WR_DATA:
			if(r_bit_cnt >= 8-1 && r_div_cnt == p_DIV-1)
				r_req_cnt <= r_req_cnt + 1;
		default:r_req_cnt <= r_req_cnt;
	endcase
end
always @(posedge i_local_clk or negedge i_rst_n) begin
	if(~i_rst_n) begin
		r_device_addr_temp <= 'd0;
		r_reg_addr_temp    <= 'd0;
	end else case(r_cs)
		S_IDLE:
			if(i_start) begin
				r_device_addr_temp <= i_device_addr;
				r_reg_addr_temp    <= i_reg_addr;
			end else ;
		S_WR_DATA_ACK:
			if(r_scl_pos_dly && ~r_sda_ack)
				r_reg_addr_temp    <= r_reg_addr_temp + 1;
			else ;
		S_RD_DATA_ACK:
			if(r_div_cnt == p_DIV[15:1]-1)
				r_reg_addr_temp    <= r_reg_addr_temp + 1;
			else ;
		default: begin
			r_device_addr_temp <= r_device_addr_temp;
			r_reg_addr_temp    <= r_reg_addr_temp;
		end
	endcase
end
always @(posedge i_local_clk or negedge i_rst_n) begin
	if(~i_rst_n)
		r_device_addr <= 'd0;
	else if(r_cs==S_START)
		r_device_addr <= {r_device_addr_temp[7:1],1'b0};
	else if(r_cs==S_START2)
		r_device_addr <= r_device_addr_temp;
	else if((r_cs==S_DEV_ADDR) || (r_cs==S_DEV_ADDR_RD))
		if(r_div_cnt == p_DIV[15:2]-1)
			r_device_addr <= {r_device_addr[6:0],1'b0};
		else ;
	else ;
end
always @(posedge i_local_clk or negedge i_rst_n) begin
	if(~i_rst_n)
		r_reg_addr_shift <= 'd0;
	else if(r_cs==S_START || r_cs==S_WR_DATA_ACK || r_cs==S_RD_DATA_ACK)
		r_reg_addr_shift <= r_reg_addr_temp;
	else if(r_cs==S_REG_ADDR)
		if(r_div_cnt == p_DIV[15:2]-1)
			r_reg_addr_shift <= {r_reg_addr_shift[6:0],1'b0};
		else ;
	else ;
end
always @(posedge i_local_clk or negedge i_rst_n) begin
	if(~i_rst_n)
		r_wr_data <= 'd0;
	else case(r_cs)
		S_REG_ACK,S_WR_DATA_ACK:
			r_wr_data <= i_wr_data;
		S_WR_DATA:
			if(r_div_cnt == p_DIV[15:2]-1)
				r_wr_data <= {r_wr_data[6:0],1'b0};
			else ;
		default:r_wr_data <= 'd0;
	endcase
end
always @(posedge i_local_clk or negedge i_rst_n) begin
	if(~i_rst_n)
		o_wr_done <= 'd0;
	else if(r_cs == S_WR_DATA_ACK && (r_div_cnt == p_DIV[15:1]+p_DIV[15:2]-1) && ~r_sda_ack)
		o_wr_done <= 'd1;
	else
		o_wr_done <= 'd0;
end
always @(posedge i_local_clk or negedge i_rst_n) begin
	if(~i_rst_n)
		r_sda_ack <= 'd1;
	else case(r_cs)
		S_DEV_ACK,S_REG_ACK,S_WR_DATA_ACK,S_DEV_ACK_RD:
			if(w_scl_pos)
				r_sda_ack <= ri_sda[3];
			else ;
		default:r_sda_ack <= 'd1;
	endcase
end
always @(posedge i_local_clk or negedge i_rst_n) begin
	if(~i_rst_n)
		r_rd_data <= 'd0;
	else if(r_ns == S_RD_DATA && r_div_cnt == p_DIV[15:1]-1)
		r_rd_data <= {r_rd_data[6:0],ri_sda[3]};
	else ;
end
always @(posedge i_local_clk or negedge i_rst_n) begin
	if(~i_rst_n)
		o_rd_data <= 'd0;
	else if(r_cs == S_RD_DATA && r_bit_cnt >= 8-1 && r_div_cnt == p_DIV-1)
		o_rd_data <= r_rd_data;
	else ;
end
always @(posedge i_local_clk or negedge i_rst_n) begin
	if(~i_rst_n)
		r_rd_valid <= 'd0;
	else if(r_cs == S_RD_DATA && r_bit_cnt >= 8-1 && r_div_cnt == p_DIV-1)
		r_rd_valid <= 'd1;
	else
		r_rd_valid <= 'd0;
end
always @(posedge i_local_clk or negedge i_rst_n) begin
	if(~i_rst_n) begin
		o_ack_erro   <= 'h0;
		o_erro_valid <= 'd0;
	end else case(r_cs)
		S_DEV_ACK:
			if(r_div_cnt == p_DIV-1 && r_sda_ack) begin
				o_ack_erro   <= 'h1;
				o_erro_valid <= 'd1;
			end else begin
				o_ack_erro   <= 'h0;
				o_erro_valid <= 'd0;
			end
		S_REG_ACK:
			if(r_div_cnt == p_DIV-1 && r_sda_ack) begin
				o_ack_erro   <= 'h2;
				o_erro_valid <= 'd1;
			end else begin
				o_ack_erro   <= 'h0;
				o_erro_valid <= 'd0;
			end
		S_WR_DATA_ACK:
			if(r_div_cnt == p_DIV-1 && r_sda_ack) begin
				o_ack_erro   <= 'h4;
				o_erro_valid <= 'd1;
			end else begin
				o_ack_erro   <= 'h0;
				o_erro_valid <= 'd0;
			end
		S_DEV_ACK_RD:
			if(r_div_cnt == p_DIV-1 && r_sda_ack) begin
				o_ack_erro   <= 'h8;
				o_erro_valid <= 'd1;
			end else begin
				o_ack_erro   <= 'h0;
				o_erro_valid <= 'd0;
			end
		default: begin
			o_ack_erro   <= 'd0;
			o_erro_valid <= 'd0;
		end
	endcase
end
always @(posedge i_local_clk or negedge i_rst_n) begin
	if(~i_rst_n) begin
		r_scl <= 'd1;
		r_sda <= 'd1;
	end else case(r_cs)
		S_IDLE: begin
			r_scl <= 'd1;
			r_sda <= 'd1;
		end
		S_START: begin
			if(r_div_cnt <= p_DIV[15:2]-1)
				r_sda <= 'd1;
			else
				r_sda <= 'd0;
			if(r_div_cnt <= p_DIV[15:1]-1)
				r_scl <= 'd1;
			else
				r_scl <= 'd0;
		end
		S_DEV_ADDR: begin
			if(r_div_cnt <= p_DIV[15:1]-1)
				r_scl <= 0;
			else
				r_scl <= 1;
			if(r_div_cnt == p_DIV[15:2]-1)
				r_sda <= r_device_addr[7];
			else ;
		end
		S_DEV_ACK: begin
			if(r_div_cnt <= p_DIV[15:1]-1)
				r_scl <= 0;
			else
				r_scl <= 1;
			if(r_div_cnt == p_DIV[15:2]-1)
				r_sda <= 1;
			else ;
		end
		S_REG_ADDR: begin
			if(r_div_cnt <= p_DIV[15:1]-1)
				r_scl <= 0;
			else
				r_scl <= 1;
			if(r_div_cnt == p_DIV[15:2]-1)
				r_sda <= r_reg_addr_shift[7];
			else ;
		end
		S_REG_ACK: begin
			if(r_div_cnt <= p_DIV[15:1]-1)
				r_scl <= 0;
			else
				r_scl <= 1;
			if(r_div_cnt == p_DIV[15:2]-1)
				r_sda <= 1;
			else ;
		end
		S_WR_DATA: begin
			if(r_div_cnt <= p_DIV[15:1]-1)
				r_scl <= 0;
			else
				r_scl <= 1;
			if(r_div_cnt == p_DIV[15:2]-1)
				r_sda <= r_wr_data[7];
			else ;
		end
		S_WR_DATA_ACK: begin
			if(r_div_cnt <= p_DIV[15:1]-1)
				r_scl <= 0;
			else
				r_scl <= 1;
			if(r_div_cnt == p_DIV[15:2]-1)
				r_sda <= 1;
			else ;
		end
		S_START2: begin
			if(r_div_cnt <= p_DIV[15:2]-1)
				r_sda <= 'd1;
			else
				r_sda <= 'd0;
			if(r_div_cnt <= p_DIV[15:1]-1)
				r_scl <= 'd1;
			else
				r_scl <= 'd0;
		end
		S_DEV_ADDR_RD: begin
			if(r_div_cnt <= p_DIV[15:1]-1)
				r_scl <= 0;
			else
				r_scl <= 1;
			if(r_div_cnt == p_DIV[15:2]-1)
				r_sda <= r_device_addr[7];
			else ;
		end
		S_DEV_ACK_RD: begin
			if(r_div_cnt <= p_DIV[15:1]-1)
				r_scl <= 0;
			else
				r_scl <= 1;
			if(r_div_cnt == p_DIV[15:2]-1)
				r_sda <= 1;
			else ;
		end
		S_RD_DATA: begin
			if(r_div_cnt <= p_DIV[15:1]-1)
				r_scl <= 0;
			else
				r_scl <= 1;
			if(r_div_cnt == p_DIV[15:2]-1)
				r_sda <= 1;
			else ;
		end
		S_RD_DATA_ACK: begin
			if(r_div_cnt <= p_DIV[15:1]-1)
				r_scl <= 0;
			else
				r_scl <= 1;
			if(r_div_cnt == p_DIV[15:2]-1)
				if(i_req_num == r_req_cnt)
					r_sda <= 1;
				else
					r_sda <= 0;
			else ;
		end
		S_STOP: begin
			if(r_div_cnt == p_DIV[15:2]-1)
				r_sda <= 'd0;
			else if(r_div_cnt == p_DIV[15:1]+p_DIV[15:2]-1)
				r_sda <= 'd1;
			else ;
			if(r_div_cnt <= p_DIV[15:1]-1)
				r_scl <= 'd0;
			else
				r_scl <= 'd1;
		end
		default: begin
			r_scl <= 1;
			r_sda <= 1;
		end
	endcase
end
always @(posedge i_local_clk or negedge i_rst_n) begin
	if(~i_rst_n)
		r_scl_dly <= 'd0;
	else
		r_scl_dly <= r_scl;
end
always @(posedge i_local_clk or negedge i_rst_n) begin
	if(~i_rst_n)
		r_scl_pos_dly <= 'd0;
	else
		r_scl_pos_dly <= w_scl_pos;
end
always @(posedge i_local_clk or negedge i_rst_n) begin
	if(~i_rst_n)
		r_cs <= S_IDLE;
	else
		r_cs <= r_ns;
end
always @(*) begin
	if(~i_rst_n)
		r_ns = S_IDLE;
	else case(r_cs)
		S_IDLE:
			if(i_start)
				r_ns = S_START;
			else
				r_ns = S_IDLE;
		S_START:
			if(r_div_cnt == p_DIV-1)
				r_ns = S_DEV_ADDR;
			else
				r_ns = S_START;
		S_DEV_ADDR:
			if(r_bit_cnt >= 8-1 && r_div_cnt == p_DIV-1)
				r_ns = S_DEV_ACK;
			else
				r_ns = S_DEV_ADDR;
		S_DEV_ACK:
			if(r_div_cnt == p_DIV-1 && r_sda_ack)
				r_ns = S_STOP;
			else if(r_div_cnt == p_DIV-1 && ~r_sda_ack)
				r_ns = S_REG_ADDR;
			else
				r_ns = S_DEV_ACK;
		S_REG_ADDR:
			if(r_bit_cnt >= 8-1 && r_div_cnt == p_DIV-1)
				r_ns = S_REG_ACK;
			else
				r_ns = S_REG_ADDR;
		S_REG_ACK:
			if(r_div_cnt == p_DIV-1 && r_sda_ack)
				r_ns = S_STOP;
			else if(r_div_cnt == p_DIV-1 && ~r_sda_ack)
				if(~w_wr_rd)
					r_ns = S_WR_DATA;
				else
					r_ns = S_START2;
			else
				r_ns = S_REG_ACK;
		S_WR_DATA:
			if(r_bit_cnt >= 8-1 && r_div_cnt == p_DIV-1)
				r_ns = S_WR_DATA_ACK;
			else
				r_ns = S_WR_DATA;
		S_WR_DATA_ACK:
			if(r_div_cnt == p_DIV-1)
				if(r_sda_ack)
					r_ns = S_STOP;
				else if(i_req_num == r_req_cnt)
					r_ns = S_STOP;
				else
					r_ns = S_WR_DATA;
			else
				r_ns = S_WR_DATA_ACK;
		S_START2:
			if(r_div_cnt == p_DIV-1)
				r_ns = S_DEV_ADDR_RD;
			else
				r_ns = S_START2;
		S_DEV_ADDR_RD:
			if(r_bit_cnt >= 8-1 && r_div_cnt == p_DIV-1)
				r_ns = S_DEV_ACK_RD;
			else
				r_ns = S_DEV_ADDR_RD;
		S_DEV_ACK_RD:
			if(r_div_cnt == p_DIV-1 && r_sda_ack)
				r_ns = S_STOP;
			else if(r_div_cnt == p_DIV-1 && ~r_sda_ack)
				r_ns = S_RD_DATA;
			else
				r_ns = S_DEV_ACK_RD;
		S_RD_DATA:
			if(r_bit_cnt >= 8-1 && r_div_cnt == p_DIV-1)
				r_ns = S_RD_DATA_ACK;
			else
				r_ns = S_RD_DATA;
		S_RD_DATA_ACK:
			if(r_div_cnt == p_DIV-1)
				if(i_req_num == r_req_cnt)
					r_ns = S_STOP;
				else
					r_ns = S_RD_DATA;
			else
				r_ns = S_RD_DATA_ACK;
		S_STOP:
			if(r_div_cnt == p_DIV-1)
				r_ns = S_IDLE;
			else
				r_ns = S_STOP;
		default:
			r_ns = S_IDLE;
	endcase
end
endmodule
==> flow/run.sh <==
#!/bin/bash
# OpenROAD 26Q1-2900-gdf79404cd8, Yosys 0.63+post, stock flow scripts
make -C /OpenROAD-flow-scripts/flow DESIGN_CONFIG=/design/flow/config.mk WORK_HOME=/design/flow/orfs finish
==> flow/config.mk <==
export PLATFORM = sky130hd
export DESIGN_NAME = i2c_master
export DESIGN_NICKNAME = i2c_master
export VERILOG_FILES = /design/flow/design.v
export SDC_FILE = /design/flow/constraint.sdc
export NUM_CORES = 4
export LEC_CHECK = 1
export CORE_UTILIZATION = 30
==> flow/constraint.sdc <==
current_design i2c_master

set clk_period 8.7
set clk_io_pct 0.2

create_clock -name clk0 -period $clk_period [get_ports {i_local_clk}]

set non_clock_inputs [all_inputs -no_clocks]
set_input_delay [expr $clk_period * $clk_io_pct] -clock clk0 $non_clock_inputs
set_output_delay [expr $clk_period * $clk_io_pct] -clock clk0 [all_outputs]
==> run summary <==
run results: outcome=complete, no violations, worst stage delay on the critical path=~0.9 ns, actual slew at the worst max-slew pin=0.8957 ns, Synth async-reset ratio=around 100%, Sw Ratio=between 20% and 30%, GR Util All Layers=around 14%, number of fill cells in the layout=roughly 1700, CTS sink count=roughly 100, count of tool warnings=28, Tot Pwr=between 1000 and 1500 uW, crit-path leading delay family=AND-OR/OR-AND gates, antenna violations before repair=0, H-tree Lvls=3, Max clock buf depth=2, Post-CTS Resized=0, Die Y-Extent=roughly 140 um, clock slew at reported path FFs=around 0.060 ns, Remaining DRCs=0, Final Cycle Share=~45%, Slew headroom=~40%, PD cells=approximately 160 nW/um2, Worst R2R Path Depth=7, Hold Crit Endpoint=ri_sda[2]$_DFF_PN0_, element type at the critical path end=register, Synth top area share=a little under half, Clock Latency Late Sink=0.35 ns, Pleak=~0.0028 uW, worst hold start=ri_sda[1]$_DFF_PN0_, Post-Syn Area per Cell=roughly 9.3 um2, worst path cell trace=clkdlybuf4s50_1, xnor2_1, nand4_1, o31ai_1, o211ai_1, o41ai_4, nor2_1, Post-synth EDFFs=0, top cells by count=dfrtp_1, nand2_1, nor2_1, a21oi_1, o21ai_0, Tmin final=roughly 4 ns, largest net degree at the start of global routing=approximately 60, RSZ-0062 raised after global routing=no, Final setup viols=0, leading area contributor after synthesis=dfrtp_1, DRT Pass-1 Iters=5, WL/cell=14.12 um, Main synth FF type=dfrtp_1, DP Wirelength=between 8000 and 9000 um, Root Driver=clkbuf_16, WL final=roughly 12000 um, Die Wd=136.5 um, iteration-0 DRC count of the detailed router=between 150 and 200, Cell Type Count=70, Comb power frac=about a tenth, final setup TNS=0 ns, Mapped Area=5424 um2, register area=2606 um2, Antenna Cells=0, post-CTS setup buffers=0, core area=about 17000 um2, hold buffer count at cts=0, maximum VDD drop=0.1016 mV, layout cells sized above 1=under 10%, worst hold stages=0, WP buf/inv=1, synth top area cells=dfrtp_1, nand2_1, nor2_1, a21oi_1, mux2i_1, Seq pwr share=slightly above 50%, Hold Path Class=reg2reg, power share of the clock group=38.6%, placement row count=about 48, R2R setup slack=around 5.2 ns, Cells after Synth=approximately 580, arrival time worst endpoint=slightly above 4 ns, port bufs=roughly 62, Synth Warn #=1, Post-Place Cells=approximately 850, Int Pwr=roughly 790 uW, CP max FO=16, reg2reg end=r_div_cnt[1]$_DFF_PN0_, GRT overflow=0, Slowest cell on crit path=o41ai_4, critical path type=in2reg, Worst Skew=roughly 0.009 ns, first-pass GRT wire length=slightly above 20000 um, Die Size=approximately 19000 um2, floorplan utilization=31.04%, Hold Vio Cnt, Final=0, sequential share of the synthesized area=48.05%, via/cell ratio=~4.9, Yosys top cell by instances=dfrtp_1, Comb area=around 2600 um2, Layout area overhead=19.75%, fin cells=862, crit path launch type=input port, Placer Congestion=0.8677, yosys stat area=~5400 um2, Critical R2R Launch=r_div_cnt[0]$_DFF_PN0_, Max Fclk=252.8 MHz, total CTS buffers=9, register bit total from synthesis=~100, Via Count=4256, CP required=around 8.9 ns, P_sw=about 240 uW, vias in the first global route=4032, Worst setup startpoint=i_req_num[3], Ports=67, CTS tree=done, Final ANT Viol Nets=0, Max Slew Vio Count=0, max-cap violation count=0, ys cells=around 580
-- layer usage --
layer / routed length [um] / track usage (%) / vias up
li1: - / - / 2119
met1: 5812 / 21.97 / 2025
met2: 5501 / 20.90 / 102
met3: 690 / 2.774 / 10
met4: 164 / 1.790 / 0
met5: 0 / 0 / -
-- stage by stage --
| step | setup slack, ns | hold slack (ns) | instance area [um2] | utilization [%] |
|---|---|---|---|---|
| after floorplan | 5.175 | 0.3312 | 5435 | - |
| after global placement | 4.399 | 0.3381 | 6200 | 35.47 |
| after detailed placement | 4.327 | 0.3364 | 6200 | 35.47 |
| after CTS | 4.716 | 0.3592 | 6495 | 37.16 |
| after global routing | 4.557 | 0.3635 | 6495 | 37.16 |
| final | 4.744 | 0.3545 | 6495 | 37.16 |
-- registers in the layout, summed over array words and instances (netlist names) --
signal / cells
r_div_cnt: 16
r_req_cnt: 9
r_scl_pos_dly: 1
r_wr_data: 8
r_reg_addr_temp: 8
r_rd_data: 8
r_device_addr_temp: 8
r_rd_valid: 1
r_sda: 1
r_device_addr: 8
o_rd_data: 8
r_bit_cnt: 3
o_wr_done: 1
r_scl_dly: 1
r_cs: 4
o_erro_valid: 1
r_scl: 1
o_ack_erro: 4
r_reg_addr_shift: 8
ri_sda: 4
r_sda_ack: 1
-- power by group through the flow --
| stage | Sequential (uW) | Clock, uW | Combinational [uW] |
|---|---|---|---|
| global route | 540 | 429 | 115 |
| CTS | 536 | 415 | 101 |
| finish | 536 | 400 | 99.2 |
-- layout make-up --
cell class	instances	area share, %
repair buffers	67	10.09
well taps	225	4.334
inverters	13	0.7513
clock buffers	10	3.679
flip-flops and latches	104	40.13
clock inverters	5	0.8669
multi-input cells	438	40.15
-- cell families (layout without fill, tap and decap cells) --
kind of cell	after synthesis	in the layout	share of synthesized area, %
xor gates and xnor gates	32	32	5.167
DFF	104	104	48.05
adders and majority gates	8	8	1.846
buffers and inverters	44	95	4.083
muxes	25	25	4.821
other	1	4	0.06914
AOI/OAI and AO/OA	103	103	12.09
and+or+nand+nor	266	266	23.88
-- placed cells by master, fill, tap and decap left out, drive strengths merged, types with 5 or more instances in the layout --
cell type	netlist	routed
o21ai	29	29
nor3b	5	5
ha	8	8
nor3	19	19
and3	8	8
a21oi	43	43
inv	11	12
nand3	25	25
nand4	10	10
xnor2	18	18
xor2	14	14
nor2	73	73
mux2	9	9
clkdlybuf4s50	0	61
a31oi	5	5
clkbuf	18	10
dfrtp	101	101
buf	13	6
mux2i	16	16
nand2	93	93
-- worst reg2reg max path, stage by stage, from the launching register on --
cell	delay [ns]
dfrtp_1	0.50
ha_1	0.40
and4b_1	0.31
and4_1	0.46
a31oi_1	0.15
a2111o_1	0.47
o41ai_4	0.88
nor2_1	0.13
-- worst max path at each step --
| stage | slack [ns] | endpoint | depth (start not counted) |
|---|---|---|---|
| 6_report | 4.74 | r_div_cnt[1]$_DFF_PN0_ | 7 |
| 5_1_grt | 4.56 | r_rd_data[1]$_DFFE_PN0P_ | 8 |
| 4_1_cts | 4.72 | r_rd_data[1]$_DFFE_PN0P_ | 8 |
Power and IR drop assume default switching activity.
